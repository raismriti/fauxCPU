### flow/run.sh
#!/bin/bash
# OpenROAD 26Q1-2900-gdf79404cd8, Yosys 0.63+post, stock flow scripts
make -C /OpenROAD-flow-scripts/flow DESIGN_CONFIG=/design/flow/config.mk WORK_HOME=/design/flow/orfs finish
### flow/config.mk
export PLATFORM = sky130hd
export DESIGN_NAME = mux
export DESIGN_NICKNAME = mux
export VERILOG_FILES = /design/flow/design.v
export SDC_FILE = /design/flow/constraint.sdc
export NUM_CORES = 4
export LEC_CHECK = 1
export CORE_AREA = 10 10 74 74
export DIE_AREA = 0 0 84 84
### flow/constraint.sdc
current_design mux

set clk_period 1.0
set clk_io_pct 0.2

create_clock -name clk0 -period $clk_period

set non_clock_inputs [all_inputs -no_clocks]
set_input_delay [expr $clk_period * $clk_io_pct] -clock clk0 $non_clock_inputs
set_output_delay [expr $clk_period * $clk_io_pct] -clock clk0 [all_outputs]
### flow/design.v
`timescale 1ns / 1ps
module mux(
    data0, 
    data1, 
    data_out,
    sel
  ) ;
parameter ADDRESS_BUS_WIDTH = 10 ;
parameter NUM_ADDRESS = 16384 ;
parameter PROGRAM_LOAD_ADRESS = 512 ;
parameter DATA_BUS_WIDTH = 48 ;
parameter REGFILE_ADDR_BITS = 3 ;
parameter NUM_REGISTERS = 8 ;
parameter WIDTH_REGISTER_FILE = 48 ;
parameter INSTRUCTION_WIDTH = 25 ;
parameter IMMEDIATE_WIDTH = 12 ;
parameter NUM_INSTRUCTIONS = 16 ;
parameter WIDTH_OPCODE = 5 ; 
parameter INSTR_NOP = 0; 
parameter INSTR_ADD = 1;
parameter INSTR_LR = 2; 
parameter INSTR_SR = 3; 
parameter INSTR_BNEQ = 4;
parameter INSTR_MOV = 5; 
parameter INSTR_LI = 6; 
parameter INSTR_ADDI = 7;
parameter OP_ADD = 0; 
parameter OP_SUB = 1;
parameter OP_AND = 2;
parameter OP_OR = 3;
parameter OP_EQUAL = 4;
parameter OP_DIVIDE = 5; 
parameter STATE_BITS = 4; 
parameter NUM_STATES = (1 << STATE_BITS);
parameter STATE_FETCH = 0 ;
parameter STATE_DECODE = 1 ;
parameter STATE_EXEC = 2 ;
parameter INSTR_ = 15 ;
  input [DATA_BUS_WIDTH-1:0] data0 ;
  input [DATA_BUS_WIDTH-1:0] data1 ;
  output reg [DATA_BUS_WIDTH-1:0] data_out ;
  input sel ;
  always @ ( * ) begin
    if ( sel )
      data_out <= data1 ;
    else
      data_out <= data0 ;
  end
endmodule
==> GITHUB_STEP_SUMMARY <==
### Yosys + OpenROAD results

| Metric | Value |
|---|---|
| Result of the run | `finished, violations left` |
| Failing checks | `setup timing` |
| Fin cells | `roughly 250` |
| Clock network power share | `0%` |
| Actual slew at the worst max-slew pin | `83.0 ps` |
| Warning total across the stage logs | `34` |
| Routed length per placed instance | `21.0 um` |
| Pin count of the biggest net entering global routing | `10` |
| Hold Path End | `data_out[26]` |
| Chip area | `approximately 0.0071 sq mm` |
| Syn. warnings | `1` |
| Number of hold violations in the final report | `0` |
| Number of buffers added to fix hold violations after cts | `0` |
| Max-slew violation total from the final report | `0` |
| Height of the die | `84 um` |
| Final estimated routing congestion in global placement | `0.812` |
| First-pass GRT wire length | `7.47 mm` |
| Post-synthesis cell count from yosys | `53` |
| Post-Route Hold Slack | `approximately 800 ps` |
| Switching Fraction | `around a quarter` |
| Unique masters post-synth | `4` |
| Post-layout period usage | `110%` |
| DPL Wire Length | `roughly 4.8 mm` |
| Pwr/cell area | `405 mW/mm^2` |
| PnR Total Power | `0.904 mW` |
| Proportion of layout cells with a drive suffix above 1 | `about half` |
| Arrival time of the worst setup path | `900 ps` |
| Number of instances in the synthesized netlist | `53` |
| Setup repair bufs after CTS | `0` |
| Routed vias | `1038` |
| Number of buffer cells added on primary ports | `145` |
| Count of clock buffers in the final design | `0` |
| Critical path data required time | `800 ps` |
| Post-synth design cell area | `659 sq um` |
| Flip-flops | `0` |
| Global routing usage summed across all routing layers | `a little over an eighth` |
| Std-Cell Rows | `23` |
| Drt first-iter violations | `6` |
| Via count of the first global-routing pass | `1250` |
| Ratio of routed vias to standard cells | `~4.2` |
| CP Class | `primary input to output port` |
| DRC viols | `0` |
| Share of the core filled by cells before placement | `between 10% and 20%` |
| Placeable core region | `0.00397 sq mm` |
| CP endpoint kind | `output port` |
| Commonest cells after routing, fill and taps aside | `dlygate4sd2_1, mux2_4, buf_6` |
| Synthesized chip area reported by yosys | `roughly 660 sq um` |
| Worst Path Max Fanout | `9` |
| Sequential Power Share | `0%` |
| Number of violations of the max-capacitance limit | `0` |
| Peak supply drop | `0.241 mV` |
| Reported leakage power | `between 1 and 1.5 nW` |
| Combinational share of power | `~100%` |
| HP Class | `primary input to output port` |
| F_max | `909 MHz` |
| Clock period minus final worst setup slack | `~1100 ps` |
| FILL cells | `381` |
| Initial antenna violation count | `3` |
| Gr ovfl total | `0` |
| Final Util | `56.1%` |
| Endpoints failing setup | `about 48` |
| Drt total wl | `5.25 mm` |
| Internal power | `0.684 mW` |
| Share of synthesized area occupied by flip-flops and latches | `0%` |
| WHS Path Cells | `3` |
| Top Ports | `between 100 and 150` |
| Net switching power | `0.220 mW` |
| Routed Antenna Nets | `0` |
| Count of TritonRoute iterations in the first routing pass | `4` |
| Crit path launch type | `primary input` |
| Start point of the worst min-delay path | `data0[26]` |
| Worst Setup Slack, final | `-100 ps` |
| Mean instance size in the synthesized netlist | `12.4 sq um` |
| Chip width | `84 um` |
| Storage element area | `0 sq um` |
| Max-slew headroom | `a little over nine tenths` |
| Post-Place Cells | `247` |
| Syn-to-layout area delta | `238%` |
| Leading cell type in the layout, fill and taps excluded | `dlygate4sd2_1` |
| Setup repair after global routing missed its margin | `yes` |
metal layers:
metal,global-route usage [%],part of all wire (%)
met3,11.3,18
met2,24.0,50
met1,12.1,32
met5,0,0.27
met4,0,0.019
cell type report:
type / instances / area (sq um) / share of cell area (%)
Antenna cell: 1 / 2.50 / 0.112
Multi-Input combinational cell: 48 / 721 / 32.3
Tap cell: 50 / 62.6 / 2.81
Timing Repair Buffer: 151 / 1440 / 64.8
cell families (layout without fill, tap and decap cells):
group / after synthesis / after routing / synth area share (%)
buffers and inverters: 5 / 151 / 6.64
other: 0 / 1 / 0
muxes: 48 / 48 / 93.4
timing repair:
action	in CTS	in global routing
resized	315	9
setup endpoints to repair	48	48
hold endpoints to repair	0	0
pin swaps	0	0
cloned	2	0
Yosys cell counts, drive strengths merged:
| library cell | count | area [sq um] |
|---|---|---|
| mux2 | 48 | 616 |
| buf | 5 | 43.8 |
metrics by stage:
| step | TNS [ps] | cell area [sq um] | setup slack (ps) |
|---|---|---|---|
| final | -4140 | 2230 | -100 |
| after global routing | -5010 | 2230 | -119 |
| after CTS | -4320 | 2170 | -101 |
| after detailed placement | -24120 | 2180 | -544 |
| after global placement | -24300 | 2180 | -549 |
| after floorplan | 0 | 659 | 30.3 |
critical path: stages:
cell and delay [ps]:
buf_12 130, buf_12 150, mux2_4 310, buf_6 120
worst max path at each step:
| stage | start | to | slack, ps | cells past startpoint |
|---|---|---|---|---|
| finish | sel | data_out[9] | -100 | 4 |
| global route | sel | data_out[11] | -120 | 4 |
| CTS | sel | data_out[20] | -100 | 4 |
power groups by stage:
stage / registers (mW) / logic (mW) / clock network (mW)
6_report: 0 / 0.904 / 0.000000134
5_1_grt: 0 / 0.971 / 0.000000134
4_1_cts: 0 / 0.884 / 0
Power is estimated from default activity; no workload was simulated.
