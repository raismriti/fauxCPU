`flow/design.v`:
```
`timescale 1ns / 1ps
module inst_register( 
    clk, 
    in_data, 
    instruction,
    en
  ) ;
parameter ADDRESS_BUS_WIDTH = 10 ;
parameter NUM_ADDRESS = 16384 ;
parameter PROGRAM_LOAD_ADRESS = 512 ;
parameter DATA_BUS_WIDTH = 48 ;
parameter REGFILE_ADDR_BITS = 3 ;
parameter NUM_REGISTERS = 8 ;
parameter WIDTH_REGISTER_FILE = 48 ;
parameter INSTRUCTION_WIDTH = 25 ;
parameter IMMEDIATE_WIDTH = 12 ;
parameter NUM_INSTRUCTIONS = 16 ;
parameter WIDTH_OPCODE = 5 ; 
parameter INSTR_NOP = 0; 
parameter INSTR_ADD = 1;
parameter INSTR_LR = 2; 
parameter INSTR_SR = 3; 
parameter INSTR_BNEQ = 4;
parameter INSTR_MOV = 5; 
parameter INSTR_LI = 6; 
parameter INSTR_ADDI = 7;
parameter OP_ADD = 0; 
parameter OP_SUB = 1;
parameter OP_AND = 2;
parameter OP_OR = 3;
parameter OP_EQUAL = 4;
parameter OP_DIVIDE = 5; 
parameter STATE_BITS = 4; 
parameter NUM_STATES = (1 << STATE_BITS);
parameter STATE_FETCH = 0 ;
parameter STATE_DECODE = 1 ;
parameter STATE_EXEC = 2 ;
parameter INSTR_ = 15 ;
  input clk ;
  input [DATA_BUS_WIDTH-1:0] in_data ;
  output reg [INSTRUCTION_WIDTH-1:0] instruction ;
  input en ;
  always @ (posedge clk) begin
    if ( en )
      instruction[INSTRUCTION_WIDTH-1:0] <= in_data ;
  end
endmodule
```
`flow/run.sh`:
```
#!/bin/bash
# OpenROAD 26Q1-2900-gdf79404cd8, Yosys 0.63+post, stock flow scripts
make -C /OpenROAD-flow-scripts/flow DESIGN_CONFIG=/design/flow/config.mk WORK_HOME=/design/flow/orfs finish
```
`flow/config.mk`:
```
export PLATFORM = sky130hd
export DESIGN_NAME = inst_register
export DESIGN_NICKNAME = inst_register
export VERILOG_FILES = /design/flow/design.v
export SDC_FILE = /design/flow/constraint.sdc
export NUM_CORES = 4
export LEC_CHECK = 1
export CORE_AREA = 10 10 78 78
export DIE_AREA = 0 0 88 88
```
`flow/constraint.sdc`:
```
current_design inst_register

set clk_period 1.0
set clk_io_pct 0.2

create_clock -name clk0 -period $clk_period [get_ports {clk}]

set non_clock_inputs [all_inputs -no_clocks]
set_input_delay [expr $clk_period * $clk_io_pct] -clock clk0 $non_clock_inputs
set_output_delay [expr $clk_period * $clk_io_pct] -clock clk0 [all_outputs]
```
==> changes_impl.md <==
## Flow update

- Status: complete, no violations
- Setup ws final: roughly 32 ps
- Largest register FFs: 25
- Lkg Pwr: around 0.48 nW
- Final HPWL DP: 1.53 mm
- Htree depth: 1
- Final Slew Violations: 0
- Final Util: between 20 and 30%
- MI comb area: 0 um2
- Vias in the first global route: 478
- Buf/Inv on CP: 1
- Biggest area cells: edfxtp_1 100%
- Setup Fix Bufs, Post-CTS: 0
- Horiz. Die Dim: 88 um
- ANT nets after route: 0
- Worst EP required: 800 ps
- Combinational gates: 0
- Post-synth regs: 25
- Met2 global-route usage: 6.42%
- Worst path arrival time: 770 ps
- Largest regs: instruction: 25 flops
- Tool Warnings: between 40 and 50
- Worst path max stage delay: around 370 ps
- Drt total wl: 1.89 mm
- FP Util: roughly 17%
- Worst VDD drop: 0.460 mV
- Reg clk slew, reported paths: ~90 ps
- Cell Chain, Critical Path: buf_2
- Cts bufs inserted: 3
- Yosys chip area: 751 um2
- Met3 usage: 2.81%
- Ys cells: 25
- Die Area: 7740 um2
- Synth Seq Share: 100%
- Pre-CTS setup slack: -211 ps
- # IOs: 75
- Setup CP Type: flip-flop to primary output
- Top cell excl fill/tap: clkdlybuf4s50_1
- Area share, top type: 100%
- Slew margin rel.: 90.7%
- Yosys warns: 1
- # rows: 24
- Sink Count: 25
- Setup crit end kind: primary output
- Final Hold Fails: 0
- DR vias/cell: 3.35
- Filler cell count in the final layout: between 400 and 500
- Clk buf depth: 2
- Area of the core: roughly 4400 um2
- Number of DRC markers in iteration 0: 25
- Final Wtd Congestion: 0.622
- Ratio of cells with drive above 1 in the final layout: 37.0%
- CTS tree: yes
- Busiest grt layer: met2
- Startpoint Class: flip-flop
- Max Cap Viol: 0
- Most numerous logic cells after layout: 26 x clkdlybuf4s50_1, 25 x edfxtp_1, 25 x buf_2
- Port Buffers: between 50 and 60
- Drt first pass iters: 2
- Setup TNS Final: 0 ps
- Residual DRC count: 0
- WHS: 481 ps
- Distinct cells, synth: 1
- Post-Syn Instances: 25
- Initial antenna violation count: 0
- Leading area contributor after synthesis: edfxtp_1
- Met1 Track Usage GR: 5.69%
- Cell Area, Synth: 751 um2
- Grt total ovfl: 0
- Post-Syn Area per Cell: 30.0 um2
- Min Tclk post-route: 968 ps
- Fmax: 1.03 GHz
- Vias: 446
- Final period util: 96.8%
- Power Dens Cells: 1600 nW/um2
- Ant. Diodes: 0
- Area grow syn2layout: 68.8%
- Largest Register: instruction
- Slew of the pin with the lowest slew margin: 140 ps
- Critical path's top delay family: flip-flops
- DIE HEIGHT: approximately 90 um
- # setup viols final: 0
- RSZ-0062 raised after global routing: yes
- Routed WL per cell: 14.2 um
- Root Driver: clkbuf_8
- GR Util All Layers: between 4 and 5%
- Worst hold path class: input port to flip-flop
- Global-route wire length before repair: 2.69 mm
- CP Max Fanout: 1
- Pin count of the biggest net entering global routing: 26
- CP max stage cell: edfxtp_1
-- through the flow --
step | area [um2] | std cells | power, mW
after floorplan | 751 | 25 | 1.27
after global placement | 1350 | 129 | 1.56
after detailed placement | 1350 | 129 | 1.56
after CTS | 1270 | 133 | 2.08
after global routing | 1270 | 133 | 2.14
final | 1270 | 133 | 2.03
-- Yosys cell counts --
cell type	count
edfxtp_1	25
-- cell type report --
cell class / instances / area, um2 / share of cell area, %
timing repair buffer: 52 / 405 / 32.0
tap: 52 / 65.1 / 5.13
sequential: 25 / 751 / 59.2
clock inverter: 1 / 5.00 / 0.395
clock buffer: 3 / 41.3 / 3.26
-- power breakdown --
part | internal [mW] | switching, mW | leakage, nW | total, mW
registers | 1.24 | 0.0162 | 0.245 | 1.26
clock network | 0.278 | 0.305 | 0.0255 | 0.583
logic | 0.144 | 0.0481 | 0.209 | 0.192
total | 1.66 | 0.369 | 0.480 | 2.03
-- logic make-up (layout without fill, tap and decap cells) --
family,count (synthesis),after routing,synth area share [%]
DFF,25,25,100
buffers and inverters,0,56,0
-- layer usage --
metal | vias to the layer above | share of wire (%)
li1 | 212 | -
met1 | 205 | 37
met2 | 25 | 49
met3 | 4 | 11
met4 | 0 | 2.4
met5 | - | 0
-- final timing paths --
kind / from / to / slack (ps) / cells after the start
worst max-delay path: instruction[5]$_DFFE_PP_ / instruction[5] / 30 / 1
worst min-delay path: in_data[12] / instruction[12]$_DFFE_PP_ / 480 / 1
-- timing repair --
action,CTS,global route
gates resized,78,0
hold buffers,0,0
setup endpoints to repair,25,8
Power figures rest on the tool's default switching activity, not on a simulated workload.
